--- /design/flow/design.v ---
`timescale 1ns / 1ps
module Mux
( 
    input   [4:0]   in1, 
    input   [4:0]   in2,
    input           selector,
    output  [4:0]   muxoutput
);
    assign muxoutput   = selector? in2 : in1;  
endmodule
`timescale 1ns / 1ps
module ALU
(
      input [31:0] A,
      input [31:0] B,
      input [3:0] ealuc,
      output reg [31:0] result
);
    always @(A,B,ealuc)
    begin
    case(ealuc)
      0:   result <= A & B;
      1:   result <= A & B;
      2:   result <= A + B;
      6:   result <= A - B;
      7:   result <= A < B ? 1:0;
      12:  result <= ~(A|B);
    endcase
    end
endmodule
`timescale 1ns / 1ps
module ALU_Mux
(
         input   [31:0]   in1, 
         input   [31:0]   in2,
         input           selector,
         output  [31:0]   muxoutput
);
        assign muxoutput = selector ? in2 : in1;  
endmodule
`timescale 1ns / 1ps
module PC
(   
    input   [31:0]  input1, 
    output  wire [31:0]  sum  
);
    parameter [31:0] input2 = 32'b100;  
    assign sum = input1 + input2;  
endmodule
`timescale 1ns / 1ps
module CPU
(
      input clk,
      output reg [31:0] currentPC,
      output reg [31:0] IF_ID,
      output reg [108:0] ID_EXE,
      output reg [71:0] EXE_MEM,
      output reg [70:0] MEM_WB
 ); 
        reg aluout,ewreg,em2reg,ewmem,mwreg,mm2reg,mwmem, wm2reg,wwreg,ealuimm, finalmux;
        reg [3:0] ealuc;
        reg [4:0] emuxout,mmuxout,regmux; 
        reg [31:0] IF, NewR,Newqa,Newqb,mNewqb, Newimm,NewNewImm, newdo, RR, Newmux, wNewR,Newdo;  
        wire wreg, m2reg, wmem,aluimm, regrt;
        wire [3:0] aluc;
        wire [4:0] rd,rt,rs,muxout;
        wire [5:0] opcode, funct;
        wire [15:0] imm;
        wire [31:0] IMOut,immediate,qa, qb, NewPC, do, ALUMuxOut, ALUOutput, wmuxout;
        assign opcode = IF[31:26];
        assign  funct = IF[5:0];
        assign  rs = IF[25:21];
        assign  rd = IF[15:11];
        assign  rt = IF[20:16];
        assign  imm = IF[15:0];    
        PC add(currentPC,NewPC);
        InstructionMemory IM(currentPC,IMOut);
        ControlUnit control(opcode,funct,wreg,m2reg,wmem,aluc,aluimm,regrt);
        RegisterFile regfile(clk,rs,rt,regmux,wmuxout,wwreg,qa,qb);
        Mux multiplexer(rd,rt, regrt, muxout);
        SignImm sign(imm,immediate);
        ALU_Mux alumux (Newqb,Newimm,ealuimm,ALUMuxOut);
        ALU alu (Newqa,ALUMuxOut,ealuc, ALUOutput);
        Data_Memory DM (NewR,mNewqb,mwmem,do);
        Mem_Mux newmux(Newdo,wNewR,wm2reg,wmuxout);
       initial
        begin 
            currentPC = 100;  
        end
          always @(posedge clk)    
           begin
                IF <= IMOut;
                currentPC <= NewPC;
                ewreg <= wreg;
                em2reg <= m2reg;
                ewmem <= wmem;
                emuxout <= muxout;
                mmuxout <= emuxout;
                ealuc <= aluc;
                Newimm <= imm;
                NewNewImm <= Newimm;
                Newqa <= qa;
                Newqb <= qb;
                NewR <= ALUOutput;   
                mwreg <= ewreg;
                mm2reg <= em2reg;
                mwmem  <= ewmem;  
                mNewqb <= Newqb; 
                wm2reg <= mm2reg;
                wNewR  <= NewR;
                Newdo  <= do;
                regmux <= mmuxout;
                wwreg <= mwreg;
                ealuimm <= aluimm;
                finalmux <= mmuxout;
               IF_ID[31:0]     <= IMOut;            
               ID_EXE[108:0]   <= {wreg,m2reg,wmem,aluc,aluimm,muxout,qa,qb,immediate};
               EXE_MEM[71:0]   <= {ewreg,em2reg,ewmem,emuxout,ALUOutput,Newqb};
               MEM_WB[70:0]    <= {mwreg,mm2reg,mmuxout,NewR,do};
            end                  
 endmodule
`timescale 1ns / 1ps
module ControlUnit
(
    input          [5:0]    opcode,
    input          [5:0]    fun,
    output reg              writereg,
    output reg              memory2reg,
    output reg              WMEM,
    output reg [3:0]        ALUcontrol,
    output reg              ALUImm,
    output reg              regrt 
 );
       always @(opcode, fun) begin
        case(opcode)
           6'b000000: begin  
           case(fun)
           6'b100000: begin  
           writereg      <= 'b1;  
           memory2reg    <= 'b0;  
           WMEM          <= 'b0;  
           ALUcontrol    <= 4'b0010;  
           ALUImm        <= 'b0;   
           regrt         <= 'b0;   
           end 
           endcase
           end
           6'b100011: begin  
           writereg      <= 'b1;  
           memory2reg    <= 'b1;  
           WMEM          <= 'b0;  
           ALUcontrol    <= 4'b0010;  
           ALUImm        <= 'b1;   
           regrt         <= 'b1;   
           end
        endcase
        end
endmodule
`timescale 1ns / 1ps
module Data_Memory
(
   input    [31:0] a,
   input    [31:0] di,
   input    we,
   output   [31:0] do
);
    reg [31:0] DataMemory [0:255];
     initial
     begin
        DataMemory[0]  <= 32'hA00000AA;
        DataMemory[4]  <= 32'h10000011;
        DataMemory[8]  <= 32'h20000022;
        DataMemory[12] <= 32'h30000033;
        DataMemory[16] <= 32'h40000044;
        DataMemory[20] <= 32'h50000055;
        DataMemory[24] <= 32'h60000066;                                
        DataMemory[28] <= 32'h70000077;
        DataMemory[32] <= 32'h80000088;
        DataMemory[36] <= 32'h90000099;
      end
      always @(a,di,we)
       begin 
        if(we)
           DataMemory[a] <= di;
       end
        assign do = DataMemory[a];
endmodule
`timescale 1ns / 1ps
module InstructionMemory
(
    input       [31:0]  address,  
    output      [31:0]  InstOut    
);
    reg [31:0] InstructionMem[0:255];  
    initial
    begin
      InstructionMem[100] = 32'h8c220000;  
      InstructionMem[104] = 32'h8c230004;  
      InstructionMem[108] = 32'h8c240008;
      InstructionMem[112] = 32'h8c25000c;
      InstructionMem[116] = 32'h004A3020;
    end
       assign InstOut = InstructionMem[address];  
endmodule
`timescale 1ns / 1ps
module Mem_Mux
 (
    input [31:0]    do,
    input [31:0]    r,
    input           wm2reg,
    output [31:0]   muxout
  );
  assign muxout = wm2reg ? do : r;
endmodule
`timescale 1ns / 1ps
module RegisterFile
(
    input            clk,
    input   [4:0]    rs,
    input   [4:0]    rt,
    input   [4:0]    wm,
    input   [31:0]   d,
    input            we,
    output  [31:0]   qa,
    output  [31:0]   qb
);
    reg [31:0] RegFile [31:0];  
    always @(posedge clk)
    begin
          if(we)
          begin
              RegFile[wm] = d ;
           end
    end
    assign qa = RegFile[rs];  
    assign qb = RegFile[rt];  
    integer index;
    initial
    begin
     for(index = 0; index<32; index = index + 1)
    begin
            RegFile[index] = 32'b0;
     end
   end
endmodule
`timescale 1ns / 1ps
module SignImm
(
    input [15:0] immed,
    output [31:0] extended    
);
     assign extended = {{16 {immed[15]}}, immed[15:0]};  
endmodule
--- /design/flow/constraint.sdc ---
current_design CPU

set clk_period 12.0
set clk_io_pct 0.2

create_clock -name clk0 -period $clk_period [get_ports {clk}]

set non_clock_inputs [all_inputs -no_clocks]
set_input_delay [expr $clk_period * $clk_io_pct] -clock clk0 $non_clock_inputs
set_output_delay [expr $clk_period * $clk_io_pct] -clock clk0 [all_outputs]
--- /design/flow/run.sh ---
#!/bin/bash
# OpenROAD 26Q1-2900-gdf79404cd8, Yosys 0.63+post, stock flow scripts
make -C /OpenROAD-flow-scripts/flow DESIGN_CONFIG=/design/flow/config.mk WORK_HOME=/design/flow/orfs finish
--- /design/flow/config.mk ---
export PLATFORM = sky130hd
export DESIGN_NAME = CPU
export DESIGN_NICKNAME = CPU
export VERILOG_FILES = /design/flow/design.v
export SDC_FILE = /design/flow/constraint.sdc
export NUM_CORES = 4
export LEC_CHECK = 1
export CORE_UTILIZATION = 30
export SYNTH_MEMORY_MAX_BITS = 65536
==> impl_metrics.tcl <==
# flow metrics
set metrics [dict create \
    synthesis.area_um2 28100 \
    fin_setup_tns_ns 0 \
    core.rowCount 111 \
    cp_data_arrival_time_ns 2.02 \
    drv_slew 0 \
    place.detailed.hpwl_um 44000 \
    timing.critical_path.slowest_stage_cell "dfxtp_4" \
    ys_top_logic_family "multiplexers" \
    syn_inst 1533 \
    chipWidth_um 308 \
    port-buffer-count 237 \
    flop_cell "edfxtp_1" \
    crit_path_cell_trace "clkdlybuf4s50_1" \
    worst_hold_path_type "reg -> reg" \
    clk_latency_ns 0.64 \
    timing.final.crit_share 0.368 \
    clock-skew-final_ns 0.0272 \
    multiplexer_fraction_of_the_synthesized_cell_area 0.155 \
    worstMarginPinSlew_ns 0.958 \
    number_of_setup_buffers_added_after_cts 0 \
    post_route_cells_drive_above_1_share 0.218 \
    dr.pass1.iters 4 \
    drtAntennaViolNets 0 \
    drt-wirelength-per-cell_um 23.4 \
    synth-edff-count 512 \
    cts-root-to-sink-buffers 3 \
    setup.worst_path.start_class "register" \
    vias_in_the_first_global_route 15500 \
    rsz0062_at_grt "no" \
    timing.critical_path.fanout_max 31 \
    first_iter_violations 934 \
    syn_area_per_cell_um2 18.3 \
    top_cell_area_share 0.547 \
    antenna_violations_before_repair 1 \
    tritoncts.num_buffers 80 \
    outcome "complete, no violations" \
    ys_sh_simple 0.0384 \
    synth.largest_area_cell "edfxtp_1" \
    log.warning_count 27 \
    cts.clk_slew.worst_paths_ns 0.06 \
    maxCapViolCount 0 \
    largest_net_degree_at_the_start_of_global_routing 48 \
    number_of_unconstrained_endpoints 2 \
    post_synth_most_frequent_cells "512 x edfxtp_1, 217 x dfxtp_1, 192 x mux4_2, 104 x buf_4, 51 x nand2_1" \
    routed_wirelength_um 72800 \
    path_buffers 1 \
    synth_compound_gate_area_share 0.0295 \
    post_cts.resized_instances 0 \
    boundaryPins 317 \
    design.die.area_um2 94900 \
    htreeDepth 3 \
    postSynth.asyncResetShare 0 \
    worst-endpoint-required_ns 9.60 \
    power.static_leakage_nw 12.6 \
    initial_core_util 0.305 \
    worst_ir_drop_vdd_mv 0.0976 \
    gp_congestion 0.867 \
    hold_violations 0 \
    synth_flop_count 730 \
    crit_path_end_kind "output port" \
    grt.overflow.total 0 \
    timing.slew.headroom 0.360 \
    synth.area.top_cells "edfxtp_1 55%, dfxtp_1 15%, mux4_2 15%, buf_4 2.8%, ha_1 1.5%" \
    wire_length_of_the_first_global_routing_pass_um 105000 \
    post-synth-top-count-cell "edfxtp_1" \
    unclocked_regs 1 \
    syn2layout_area_growth_pct 22.9 \
    total_number_of_yosys_warnings 7 \
    max_stage_delay_ns 0.78 \
    yosys_cells 1533 \
    finalCriticalPeriod_ns 4.42 \
    detail_route.vias_per_cell 4.66 \
    xor_area_frac 0.0181 \
    totalPowerFinal_w 0.00527 \
    ys_area_um2 28100 \
    core_area_um2 92200 \
    tritoncts "yes" \
    cellPowerDensity_nw_per_um2 153 \
    setup_viol 0 \
    netlist-cell-type-count 64 \
    highest_achievable_clock_rate_mhz 226 \
    cts_hold_buf 0 \
    drc 0 \
    critPathKind "reg -> out" \
    routed-via-count 14500 \
    clockRootBuffer "clkbuf_16" \
    track_usage 0.164 \
    worst_path_dominant_cell_family "flip-flops" \
    floorplan.die.height_um 308 \
    adder_share 0.0159 \
]
## through the flow
step,hold WS (ns),setup slack [ns],area [µm²],util,std cells
floorplan,0.310,7.96,28400,-,1610
global placement,0.337,8.15,31700,0.344,2969
detailed placement,0.335,8.18,31700,0.344,2969
CTS,0.350,7.48,34500,0.374,3118
global route,0.356,7.41,34500,0.374,3118
finish,0.344,7.58,34500,0.374,3119
## path summary, 6_finish.rpt
check,from,endpoint,slack (ns),depth (start not counted)
worst max-delay path,IF[16],IF_ID[16],7.58,1
worst min-delay path,EXE_MEM[64],MEM_WB[64],0.34,0
worst max register to register,ealuimm,NewR[26],8.30,11
worst min register to register,EXE_MEM[64],MEM_WB[64],0.34,0
## kinds of logic (layout without fill, tap and decap cells)
logic type	Yosys count	after routing
DFF	729	729
and+or+nand+nor	205	205
muxes	195	195
buffers and inverters	191	456
AOI/OAI and AO/OA	117	117
xor gates and xnor gates	58	58
adders and majority gates	35	35
other	2	80
latches	1	1
## state kept, by name (all words and copies together) (netlist names)
signal	flops
Newdo	4
mm2reg	1
ealuimm	1
wNewR	31
wm2reg	1
Newqb	31
IF	5
NewR	31
MEM_WB	5
currentPC	30
Newqa	31
Newimm	3
EXE_MEM	37
regfile.RegFile	512
control.memory2reg	1
ID_EXE	6
## routing by layer
| layer | vias to the layer above | wire length [µm] | track usage |
|---|---|---|---|
| met5 | - | 0 | 0.00258 |
| li1 | 6384 | - | - |
| met4 | 0 | 1660 | 0.0318 |
| met3 | 100 | 12300 | 0.129 |
| met2 | 889 | 35800 | 0.257 |
| met1 | 7163 | 23100 | 0.176 |
## area by class of cell
type,count,area (µm²)
inverter,26,97.6
multi-input combinational,689,7570
timing repair buffer,281,2700
antenna,1,2.50
fill,8375,57700
clock buffer,102,2220
sequential,730,19800
tap,1243,1560
clock inverter,47,633
## power breakdown
| part | switching [W] | total, W | internal [W] |
|---|---|---|---|
| clock network | 0.00101 | 0.00261 | 0.00160 |
| registers | 0 | 0.00266 | 0.00266 |
| logic | 0.000000688 | 0.000000692 | 0 |
## placed cells by master, fill, tap and decap left out, types with 38 or more instances in the layout
cell type / count
edfxtp_1: 512
clkdlybuf4s50_1: 237
dfxtp_1: 210
mux4_2: 192
clkbuf_16: 83
conb_1: 79
nand2_1: 51
nor2b_1: 47
buf_4: 44
xnor2_1: 38
Power is estimated from default activity; no workload was simulated.
